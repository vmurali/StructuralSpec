==> design/flow/design.v <==
module mkRegFileVerilogLoad(CLK, RST_N, READ_REQ_WRITE, READ_RESP_READ, WRITE_EN_WRITE, WRITE_INDEX_WRITE, WRITE_DATA_WRITE);
  parameter width = 32;
  parameter n = 5;
  parameter size = 32;
  parameter file = "memory.vmh";
  parameter mode = 0;
  input CLK, RST_N;
  input [((n == 0)? 0: n-1):0] READ_REQ_WRITE;
  output [((width == 0)? 0: width-1):0] READ_RESP_READ;
  input WRITE_EN_WRITE;
  input [((n == 0)? 0: n-1):0] WRITE_INDEX_WRITE;
  input [((width == 0)? 0: width-1):0] WRITE_DATA_WRITE;
  reg [((width == 0)? 0: width-1):0] arr[0:size-1];
  initial
  begin
    if(mode == 1)
      $readmemb(file, arr, 0, size-1);
    else if(mode == 2)
      $readmemh(file, arr, 0, size-1);
  end
  assign READ_RESP_READ = arr[(size == 1)? 0: READ_REQ_WRITE];
  always@(posedge CLK)
  begin
    if(!RST_N)
    begin: allif
      if(mode == 1)
        $readmemb(file, arr, 0, size-1);
      else if(mode ==2)
        $readmemh(file, arr, 0, size-1);
    end
    else if(WRITE_EN_WRITE)
        arr[(size == 1)? 0: WRITE_INDEX_WRITE] <= WRITE_DATA_WRITE;
  end
endmodule
==> design/flow/run.sh <==
#!/bin/bash
# OpenROAD 26Q1-2900-gdf79404cd8, Yosys 0.63+post, stock flow scripts
make -C /OpenROAD-flow-scripts/flow DESIGN_CONFIG=/design/flow/config.mk WORK_HOME=/design/flow/orfs finish
==> design/flow/config.mk <==
export PLATFORM = sky130hd
export DESIGN_NAME = mkRegFileVerilogLoad
export DESIGN_NICKNAME = mkRegFileVerilogLoad
export VERILOG_FILES = /design/flow/design.v
export SDC_FILE = /design/flow/constraint.sdc
export NUM_CORES = 4
export LEC_CHECK = 1
export CORE_UTILIZATION = 40
==> design/flow/constraint.sdc <==
current_design mkRegFileVerilogLoad

set clk_period 8.8
set clk_io_pct 0.2

create_clock -name clk0 -period $clk_period [get_ports {CLK}]

set non_clock_inputs [all_inputs -no_clocks]
set_input_delay [expr $clk_period * $clk_io_pct] -clock clk0 $non_clock_inputs
set_output_delay [expr $clk_period * $clk_io_pct] -clock clk0 [all_outputs]
==> impl_metrics.json <==
{
  "area_growth_syn_to_layout_pct": 14.21,
  "async_reset_ff_frac": 0,
  "gr-total-overflow": 0,
  "synth_seq_share": 0.7716,
  "logic_area_um2": 8617,
  "p_leak_uw": 0.01556,
  "grt_max_degree": 102,
  "max_stage_delay_ns": 0.70,
  "cp-start-kind": "primary input",
  "drive_above_1_share": 0.1102,
  "worstPathCellList": "clkdlybuf4s50_1 > and2_4 > buf_4 > a22o_1 > nor3_1 > a31oi_1 > nand3_1 > clkdlybuf4s50_1",
  "yosys-stat-area_um2": 39850,
  "rsz0062_at_grt": "false",
  "slew_headroom": 0.3026,
  "largestRegisters": "arr: 1024 flops",
  "io_pins": 77,
  "clockRootBuffer": "clkbuf_16",
  "avgSynthCellArea_um2": 17.87,
  "regArea_um2": 30750,
  "pre_cts_slack_ns": 2.033,
  "cp.required_ns": 7.04,
  "fin_crit_sh": 0.7763,
  "drt-total-wl_um": 95530,
  "final_cells": 3727,
  "dp.cells": 3552,
  "io_buffer_count": 76,
  "clk_pin_slew_ns": 0.06,
  "drv_cap": 0,
  "slowest_stage": "clkdlybuf4s50_1",
  "via_per_inst": 5.494,
  "rows": 115,
  "worst_pin_slew_ns": 1.043,
  "die.size.x_um": 317.6,
  "mostFrequentLayoutCells": "edfxtp_1 (1,024), mux2i_1 (512), nand2_1 (99)",
  "chipArea_um2": 100900,
  "holdPathEnd": "arr[13][25]",
  "grt_pass1_wl_um": 139500,
  "outcome": "complete, no violations",
  "diodes": 0,
  "setup-tns-final_ns": 0,
  "cp-startpoint": "READ_REQ_WRITE[2]",
  "routabilityCongestion": 0.8426,
  "first_global_vias": 21470,
  "setup_viol": 0,
  "design.core.area_um2": 98560,
  "clock_path_buffers": 3,
  "nFillCells": 8001,
  "largest_register_ffs": 1024,
  "ys_warn_count": 1,
  "route.detailed.drc": 0,
  "top_register": "arr",
  "drt_iter0_markers": 1242,
  "worstSetupEndpointType": "output port",
  "power_density_nw_per_um2": 218.9,
  "ctsHoldBuffers": 0,
  "htreeDepth": 3,
  "synth_cell_types": 25,
  "slew_viol_final": 0,
  "cp_top_family": "buffers and inverters",
  "post_cts.repair.setup_buffers": 0,
  "syn_inst": 2230,
  "fin_crit_ns": 6.832,
  "final_antenna_net_count": 0,
  "ys_seq_elements": 1024,
  "worstPathArrival_ns": 5.07,
  "wl_per_cell_um": 25.63,
  "worstPathMaxFanout": 46,
  "cts_inserted_buffers": 96,
  "warning_count": 28,
  "hold_violations": 0,
  "dr.pass1.iters": 7,
  "crit_type": "in -> out",
  "peakVddDrop_mv": 0.1391,
  "fp-utilization": 0.4043,
  "ys.flop_type": "edfxtp_1",
  "vias": 20480,
  "edf_count": 1024,
  "ys_cells": 2230,
  "worstHoldStart": "WRITE_DATA_WRITE[25]",
  "antenna_found_initial": 3,
  "crit_cells": 8,
  "cts_tree": "done",
  "fin_ws_ns": 1.968,
  "cts.sinks": 1024,
  "grt_usage": 0.2067,
  "ctsResizeCount": 0,
  "cpMostUsedCell": "clkdlybuf4s50_1",
  "die_h_um": 317.6,
  "fmax_mhz": 146.4,
  "netlist_area_um2": 39850,
  "min_path_cells": 2,
  "layout_top_cell": "edfxtp_1",
  "hpwl_um": 48880,
  "hp-class": "in -> reg",
  "cp_num_buf_inv": 3
}
[through the flow]
step	util	power, uW	cell area (um^2)	hold WS (ns)
CTS	0.4618	10040	45520	1.881
floorplan	-	5784	39850	1.859
detailed placement	0.4306	6027	42440	2.595
global route	0.4618	10250	45520	1.925
finish	0.4618	9963	45520	1.917
global placement	0.4306	6018	42440	2.581
[report_power, final]
group	internal (uW)	total, uW	switching (uW)
combinational	192	512	320
sequential	5400	5410	6.75
clock	2310	4040	1740
[synthesized netlist by cell type, types with 15 or more instances]
| master | instances | share of area |
|---|---|---|
| a31oi_1 | 32 | 0.0050 |
| buf_2 | 31 | 0.0039 |
| nand2_1 | 100 | 0.0094 |
| nor2_1 | 35 | 0.0033 |
| buf_4 | 33 | 0.0062 |
| a21oi_1 | 96 | 0.012 |
| buf_6 | 15 | 0.0042 |
| nand3_1 | 97 | 0.012 |
| mux2i_1 | 512 | 0.13 |
| nor3_1 | 32 | 0.0040 |
| edfxtp_1 | 1024 | 0.77 |
| clkbuf_1 | 40 | 0.0038 |
| a22o_1 | 64 | 0.014 |
| a22oi_1 | 96 | 0.018 |
[worst max path at each step]
stage | endpoint
after CTS | READ_RESP_READ[20]
final | READ_RESP_READ[13]
after global routing | READ_RESP_READ[13]
[final cells by class]
type / instances / share of cell area
sequential: 1024 / 0.6756
timing repair buffer: 162 / 0.03211
tap: 1287 / 0.03538
multi-input combinational: 1079 / 0.1893
clock inverter: 60 / 0.01234
clock buffer: 115 / 0.05528
[kinds of logic after synthesis]
| group | share of synthesized area |
|---|---|
| AOI/OAI and AO/OA | 0.04923 |
| buffers and inverters | 0.01906 |
| DFF | 0.7716 |
| muxes | 0.1286 |
| and+or+nand+nor | 0.03155 |
[per-layer routing]
| layer | up-vias | global-route usage | part of all wire |
|---|---|---|---|
| met5 | - | 0.003783 | 0.00087 |
| met4 | 8 | 0.03528 | 0.020 |
| met3 | 121 | 0.1472 | 0.16 |
| met2 | 1192 | 0.3160 | 0.48 |
| met1 | 9989 | 0.2483 | 0.34 |
| li1 | 9167 | - | - |
Power and IR drop assume default switching activity.
