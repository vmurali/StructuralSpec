**/design/flow/run.sh**
```bash
#!/bin/bash
# OpenROAD 26Q1-2900-gdf79404cd8, Yosys 0.63+post, stock flow scripts
make -C /OpenROAD-flow-scripts/flow DESIGN_CONFIG=/design/flow/config.mk WORK_HOME=/design/flow/orfs finish
```
**/design/flow/config.mk**
```make
export PLATFORM = sky130hd
export DESIGN_NAME = mkRegFileVerilogLoad_FIFO_OUTER_NOT_EXPOSED
export DESIGN_NICKNAME = mkRegFileVerilogLoad_FIFO_OUTER_NOT_EXPOSED
export VERILOG_FILES = /design/flow/design.v
export SDC_FILE = /design/flow/constraint.sdc
export NUM_CORES = 4
export LEC_CHECK = 1
export CORE_UTILIZATION = 50
```
**/design/flow/constraint.sdc**
```tcl
current_design mkRegFileVerilogLoad_FIFO_OUTER_NOT_EXPOSED

set clk_period 6.7
set clk_io_pct 0.2

create_clock -name clk0 -period $clk_period [get_ports {CLK}]

set non_clock_inputs [all_inputs -no_clocks]
set_input_delay [expr $clk_period * $clk_io_pct] -clock clk0 $non_clock_inputs
set_output_delay [expr $clk_period * $clk_io_pct] -clock clk0 [all_outputs]
```
**/design/flow/design.v**
```verilog
module mkRegFileVerilogLoad_FIFO_OUTER_NOT_EXPOSED(CLK, RST_N,
                                                   READ_REQ_WRITE, READ_REQ_WRITE_VALID,
                                                   READ_RESP_READ, READ_RESP_READ_VALID,
                                                   WRITE_EN_WRITE, WRITE_EN_WRITE_VALID,
                                                   WRITE_INDEX_WRITE, WRITE_INDEX_WRITE_VALID,
                                                   WRITE_DATA_WRITE, WRITE_DATA_WRITE_VALID, RESET, DONE);
  parameter width = 32;
  parameter n = 5;
  parameter size = 32;
  parameter file = "memory.vmh";
  parameter mode = 0;
  input CLK, RST_N;
  input [((n == 0)? 0: n-1):0] READ_REQ_WRITE;
  input READ_REQ_WRITE_VALID;
  output [((width == 0)? 0: width-1):0] READ_RESP_READ;
  output READ_RESP_READ_VALID;
  input WRITE_EN_WRITE;
  input WRITE_EN_WRITE_VALID;
  input [((n == 0)? 0: n-1):0] WRITE_INDEX_WRITE;
  input WRITE_INDEX_WRITE_VALID;
  input [((width == 0)? 0: width-1):0] WRITE_DATA_WRITE;
  input WRITE_DATA_WRITE_VALID;
  output DONE;
  input RESET;
  reg [((width == 0)? 0: width-1):0] arr[0:size-1];
  assign DONE = 1;
  assign READ_RESP_READ = arr[(n == 0)?0: READ_REQ_WRITE];
  assign READ_RESP_READ_VALID = (n == 0)? 1: READ_REQ_WRITE_VALID;
  initial
  begin
    if(mode == 1)
      $readmemb(file, arr, 0, size-1);
    else if(mode == 2)
      $readmemh(file, arr, 0, size-1);
  end
  always@(posedge CLK)
  begin
    if(!RST_N)
    begin
      if(mode == 1)
        $readmemb(file, arr, 0, size-1);
      else if(mode ==2)
        $readmemh(file, arr, 0, size-1);
    end
    else if(RESET && WRITE_EN_WRITE)
        arr[(n == 0)? 0: WRITE_INDEX_WRITE] <= WRITE_DATA_WRITE;
  end
endmodule
module mkRegFileVerilogLoadNormal(CLK, RST_N, READ_REQ_WRITE, READ_RESP_READ, WRITE_EN_WRITE, WRITE_INDEX_WRITE, WRITE_DATA_WRITE);
  parameter width = 32;
  parameter n = 5;
  parameter size = 32;
  parameter file = "memory.vmh";
  parameter mode = 0;
  input CLK, RST_N;
  input [((n == 0)? 0: n-1):0] READ_REQ_WRITE;
  output [((width == 0)? 0: width-1):0] READ_RESP_READ;
  input WRITE_EN_WRITE;
  input [((n == 0)? 0: n-1):0] WRITE_INDEX_WRITE;
  input [((width == 0)? 0: width-1):0] WRITE_DATA_WRITE;
  reg [((width == 0)? 0: width-1):0] arr[0:size-1];
  initial
  begin
    if(mode == 1)
      $readmemb(file, arr, 0, size-1);
    else if(mode == 2)
      $readmemh(file, arr, 0, size-1);
  end
  assign READ_RESP_READ = arr[(n == 0)? 0: READ_REQ_WRITE];
  always@(posedge CLK)
  begin
    if(!RST_N)
    begin: allif
      if(mode == 1)
        $readmemb(file, arr, 0, size-1);
      else if(mode ==2)
        $readmemh(file, arr, 0, size-1);
    end
    else if(WRITE_EN_WRITE)
        arr[(n == 0)? 0: WRITE_INDEX_WRITE] <= WRITE_DATA_WRITE;
  end
endmodule
```
==> results_slide.txt <==
Synthesis and Place & Route Summary

Outcome
  • Run status: finished, final reports clean

Timing
  • RSZ-0062 raised after global routing: no
  • Final worst slack: roughly 1.1 ns
  • Max Slew Vio Count: 0
  • Setup violators final: 0
  • Sum Neg Setup Slack: 0 ns
  • Fmax: 179.8 MHz
  • Final Hold Vio Count: 0
  • Relative max-transition margin: between 30% and 40%
  • Tmin final: roughly 5.6 ns
  • Fin crit share: approximately 83%
  • Worst Tran Pin Value: 0.9979 ns

Detailed routing
  • Vias: 20,639
  • Post-route ant nets: 0
  • Pre-Repair DR Iteration Count: 5
  • WL final: 94.93 mm
  • Avg WL per Cell: around 27 um
  • Via density: 5.877
  • Initial DRC count: between 1,000 and 1,500
  • # diodes: 0
  • Post-route DRC: 0

Clock network
  • Clock Tree Buf Depth: 3
  • H-tree Lvls: 3
  • Post-CTS setup buffer count: 0
  • CTS root buf: clkbuf_16
  • Clk sink count: a little over 1,000
  • Reg clk slew, reported paths: 0.06 ns
  • CTS tree: built
  • Cts hold-fix bufs: 0
  • Post_cts resized: 0
  • CTS buffer count: 101

Global route
  • Met1 Track Usage GR: 35.18%
  • First-pass GRT wire length: between 100 and 150 mm
  • Largest net degree at the start of global routing: 69
  • Initial antenna violation count: 5
  • Met2 Use GR: 39.62%
  • All-Layer GR Usage: about a quarter
  • Vias in the first global route: roughly 22,000
  • GR peak layer: met2
  • GR met3 Demand/Resource: between 10% and 20%
  • GRT overflow: 0

Critical path
  • CP Launch Point: READ_REQ_WRITE[1]
  • Crit path required time: 5.36 ns
  • Maximum fanout along the worst path: 15
  • Nature of the critical path startpoint: input pin
  • CP Data Arrival Time: 4.22 ns
  • Element type at the critical path end: primary output
  • Kind of critical path: input pin to primary output

Synthesis
  • Synth cell types: 25
  • Cell area leaders: edfxtp_1, mux2i_1, a22oi_1
  • Yosys Instances: roughly 2,200
  • Synthesized cell area: ~0.040 mm2
  • Post-synth top area cell: edfxtp_1
  • Yosys stat chip area: about 0.040 mm2
  • Synthesized instance count: 2,234
  • Sequential share of the synthesized area: around 77%
  • Max-area cell share: between 70% and 80%
  • Number of synthesized register bits: between 1,000 and 1,500
  • Total number of yosys warnings: 1
  • Synthesized area per cell: around 18 um2

Job
  • Log Warnings: 29
  • Max-cap violations: 0

Power
  • Lkg Pwr: around 16 nW
  • Pwr dens: between 200 and 300 mW/mm2
  • Worst vdd ir: a little over 200 uV
  • Total Power: approximately 13 mW

Floorplanning
  • DIE HEIGHT: 284.4 um
  • Die area: 0.08088 mm2
  • Die W: between 200 and 300 um
  • Boundary pin count: around 84
  • Floorplan utilization: about half
  • Row Count: just over 100
  • Core area: 0.07900 mm2

Placement
  • Routability Congestion: slightly above 0.8
  • Dpl ws: around 1.2 ns
  • Tally of buffers added on design ports: 77
  • Detailed placer's ending HPWL: about 48 mm

Cells and area
  • Share of layout cells above drive strength 1: 11.37%
  • Biggest regs: arr: 1024 flops
  • Most flop-heavy register: arr
  • Syn-to-layout area delta: 14.18%
  • Layout Utilization: 57.63%
  • Max reg flops: 1,024

Min path
  • Hold Crit Class: input pin to flop
  • Hold path start: WRITE_DATA_WRITE[7]
-- cell families after synthesis --
family	share of synthesized area (%)
flops	77.12
mux	12.85
compound gates	4.920
simple gates	3.151
buf+inv	1.946
other cells	0.009405
-- cell type report --
| class | instances | area, um2 |
|---|---|---|
| clock inverter | 56 | 461.7 |
| timing repair buffer | 174 | 1667 |
| clock buffer | 127 | 2710 |
| sequential | 1024 | 30750 |
| tap | 1050 | 1314 |
| fill | 5693 | 33470 |
| inverter | 1 | 3.754 |
| multi-input combinational | 1080 | 8620 |
-- metal layers --
metal	wire length, um	vias up
met1	31940	10079
met5	62	-
li1	-	9186
met2	46000	1201
met4	2256	10
met3	14670	163
-- path summary, 6_finish.rpt --
check             slack (ns)           endpoint  depth (start not counted)
setup / recovery        1.14  READ_RESP_READ[3]                          8
hold / removal          1.52          arr[6][7]                          2
-- Yosys cell counts --
master	count
buf_4	35
nand2b_1	2
edfxtp_1	1024
buf_2	29
clkbuf_4	2
a31oi_1	32
or2_2	1
and2_1	1
clkbuf_1	43
nor2_1	35
nor3_1	32
buf_6	15
or3b_2	2
a21oi_1	96
mux2i_1	512
a22oi_1	96
conb_1	1
nand3b_1	4
a22o_1	64
nand3_1	99
nor2b_1	2
inv_1	1
or3_1	2
buf_1	5
nand2_1	99
-- worst max-delay path, stage by stage --
cell             delay, ns
clkdlybuf4s50_1       0.61
nor2b_4               0.55
buf_4                 0.38
a22o_1                0.18
nor3_1                0.05
a31oi_1               0.48
nand3_1               0.15
clkdlybuf4s50_1       0.46
-- cells in the final DEF (no fill, tap or decap) --
cell / n
or3_1: 2
conb_1: 1
nand2b_2: 2
nor2_4: 33
inv_1: 1
nor2_1: 2
and2_4: 1
nor2b_4: 2
or2_2: 1
nand2_2: 1
nor3_1: 32
buf_4: 84
clkdlybuf4s50_1: 76
clkbuf_16: 105
nand2_1: 98
mux2i_1: 512
a22oi_1: 96
clkbuf_1: 22
clkinvlp_4: 3
bufinv_16: 8
edfxtp_1: 1024
buf_8: 1
a21oi_1: 96
a22o_1: 64
nand3b_1: 4
nand3_1: 99
or3b_2: 2
clkinv_1: 21
a31oi_1: 32
buf_12: 13
clkinv_2: 24
-- through the flow --
step                area (um2)  hold WS [ns]  instances
floorplan                39870         1.439       2234
global placement         42350         2.164       3329
detailed placement       42350         2.169       3329
CTS                      45520         1.496       3512
global route             45520         1.531       3512
finish                   45520         1.525       3512
-- where the power goes --
part | total [mW] | switching [mW] | leakage [nW] | internal (mW)
sequential | 7.08 | 0.00492 | 9.21 | 7.07
combinational | 0.667 | 0.409 | 4.94 | 0.258
clock | 5.38 | 2.23 | 1.56 | 3.15
Power and IR drop assume default switching activity.
